### flow/run.sh
#!/bin/bash
# OpenROAD 26Q1-2900-gdf79404cd8, Yosys 0.63+post, stock flow scripts
make -C /OpenROAD-flow-scripts/flow DESIGN_CONFIG=/design/flow/config.mk WORK_HOME=/design/flow/orfs finish
### flow/config.mk
export PLATFORM = sky130hd
export DESIGN_NAME = enemy
export DESIGN_NICKNAME = enemy
export VERILOG_FILES = /design/flow/design.v
export SDC_FILE = /design/flow/constraint.sdc
export NUM_CORES = 4
export LEC_CHECK = 1
export CORE_UTILIZATION = 40
### flow/constraint.sdc
current_design enemy

set clk_period 9.2
set clk_io_pct 0.2

create_clock -name clk0 -period $clk_period [get_ports {frame_clk_i}]

set non_clock_inputs [all_inputs -no_clocks]
set_input_delay [expr $clk_period * $clk_io_pct] -clock clk0 $non_clock_inputs
set_output_delay [expr $clk_period * $clk_io_pct] -clock clk0 [all_outputs]
### flow/design.v
module enemy #(
  parameter int EnemyCount = 40
) (
  input                           reset_i,
  input                           frame_clk_i,
  input   [9:0]                   xvel_i, yvel_i,
  output  [EnemyCount-1:0][9:0]  xpos_o, ypos_o
);
  logic [9:0] xvel, yvel;
  logic [EnemyCount - 1:0][9:0] xpos, ypos;
  localparam logic [9:0] XCenter = 180;
  localparam logic [9:0] YCenter = 60;
  always_ff @ (posedge reset_i or posedge frame_clk_i) begin
    if (reset_i) begin
      for (int i = 0; i < EnemyCount; i++) begin
        xpos[i] <= XCenter + 32 * (i % 10);
        ypos[i] <= YCenter + 32 * (i / 10);
      end
    xvel <= 0;
    yvel <= 0;
    end else begin
      xvel <= xvel_i;
      yvel <= yvel_i;
      for (int i = 0; i < EnemyCount; i++) begin
        xpos[i] <= xpos[i] + xvel;
        ypos[i] <= ypos[i] + yvel;
      end
    end
  end
  assign xpos_o = xpos;
  assign ypos_o = ypos;
endmodule
==> impl_metrics.json <==
{
  "numSynthFlops": 820,
  "p_leak_nw": 29.0,
  "die_y_um": 359,
  "crit_arrival_ns": 1.91,
  "worstMarginPinSlew_ns": 0.781,
  "peakVddDrop_mv": 0.195,
  "drive_gt1_frac": 0.106,
  "chip_area_um2": 129000,
  "fillers": 10800,
  "clockBufferDepth": 3,
  "rsz0062_at_grt": "no",
  "grt_max_degree": 110,
  "startpoint": "xpos[274]$_DFF_PP1_",
  "cp_data_required_time_ns": 7.36,
  "cpPeakStageDelay_ns": 0.68,
  "antenna_found_initial": 0,
  "io_pins": 822,
  "num_vias": 38200,
  "finalMaxSlewViolations": 0,
  "viasPerCell": 5.20,
  "syn2layout_area_growth_pct": 27.8,
  "cts_buffers": 102,
  "rows": 130,
  "grt_overflow": 0,
  "cts_hold_buf": 0,
  "place_congestion": 0.936,
  "dr.pass1.iters": 5,
  "finalCriticalPeriod_ns": 3.75,
  "cts.sinks": 820,
  "synth_chip_area_um2": 50900,
  "cts_resized": 0,
  "grt_pass1_vias": 37100,
  "ys_seq_share": 0.412,
  "path_cells": "clkdlybuf4s50_1",
  "slowest_stage": "clkdlybuf4s50_1",
  "r2r_start": "xvel[1]$_DFF_PP0_",
  "crit_buf_inv": 1,
  "critPathKind": "reg2out",
  "yosysTopAreaCellShare": 0.235,
  "cts_tree": "done",
  "crit_family": "buffers and inverters",
  "final_antenna_net_count": 0,
  "warnings": 34,
  "slew_headroom": 0.479,
  "setup_viol": 0,
  "ys_cells": 4650,
  "top_area_cell": "dfrtp_1",
  "dp_hpwl_um": 111000,
  "finClkSkew_ns": 0.0211,
  "total_power_mw": 27.2,
  "routed_wl_um": 154000,
  "routedWlPerCell_um": 21.0,
  "grt_usage": 0.248,
  "edf_count": 0,
  "drc": 0,
  "clk_transition_reported_paths_ns": 0.05,
  "max_freq_mhz": 267,
  "die_w_um": 359,
  "insertion_delay_ns": 0.70,
  "startpoint_type": "flop",
  "yosys_most_used_dff": "dfrtp_1",
  "cap_violations": 0,
  "ys_warn_count": 1,
  "antennaDiodeCount": 0,
  "hp-class": "reg2reg",
  "avgSynthCellArea_um2": 10.9,
  "async_reset_ff_frac": 1.00,
  "end_kind": "output port",
  "hold_viol": 0,
  "initCoreUtil": 0.404,
  "utilization": 0.516,
  "hp-start": "xpos[110]$_DFF_PP0_",
  "portBuffers": 821,
  "cts_setup_buffers": 0,
  "status": "finished clean",
  "cts_max_level": 3,
  "synth_cells": 4650,
  "cts_root_buffer": "clkbuf_16",
  "core-area_um2": 126000,
  "hold_ws_ns": 0.498,
  "drt_iter0_markers": 2083,
  "p_per_area_nw_per_um2": 418,
  "synth.distinct_cells": 33,
  "worstPathMaxFanout": 2,
  "topCellsByArea": "dfrtp_1, ha_1, dfstp_2",
  "finalClockPeriodUsage": 0.407,
  "grt_pass1_wl_um": 230000,
  "synth_area_um2": 50900
}
## power breakdown
part	switching (mW)	leakage, nW	internal, mW	total, mW
Clock	1.66	1.74	2.53	4.19
Combinational	7.00	18.1	8.36	15.4
Sequential	1.34	9.15	6.26	7.60
Total	10.0	29.0	17.1	27.2
## cell usage in the layout, fill, tap and decap left out, types with 4 or more instances in the layout
master	netlist	final
a41o_1	74	74
clkbuf_1	2	22
o2111ai_1	145	145
a2111oi_4	8	8
dfstp_2	342	342
a21o_1	236	236
ha_1	720	720
fa_1	80	80
clkdlybuf4s50_1	0	821
o211ai_1	4	4
nor2_1	375	375
o21ai_1	7	7
dfrtp_1	478	458
xor2_1	164	164
o41ai_1	74	74
and3_4	10	10
clkbuf_8	0	26
and2_1	6	6
clkinv_2	0	25
bufinv_16	0	9
dfrtp_2	0	19
buf_4	0	40
nand2_1	151	151
inv_1	316	313
xnor2_1	556	556
a21oi_1	258	258
and3_1	7	7
buf_12	0	4
o21ai_0	5	5
nor3_1	78	78
o21bai_1	14	14
nand3_1	305	305
clkbuf_16	0	104
o21a_1	74	74
nor2b_1	145	145
inv_6	0	4
## registers in the layout, summed over array words and instances, names as in the netlist
signal and count:
xpos 400, ypos 400, yvel 10, xvel 10
## synthesized netlist by cell type (4+ instances only)
library cell / count
a41o_1: 74
a21o_1: 236
and3_1: 7
o2111ai_1: 145
nor2_1: 375
dfstp_2: 342
xor2_1: 164
a21oi_1: 258
buf_2: 8
o21a_1: 74
o21bai_1: 14
and2_1: 6
o211ai_1: 4
o41ai_1: 74
nand3_1: 305
xnor2_1: 556
o21ai_1: 7
fa_1: 80
o21ai_0: 5
ha_1: 720
inv_1: 316
a2111oi_4: 8
dfrtp_1: 478
nor3_1: 78
nand2_1: 151
and3_4: 10
nor2b_1: 145
## per-stage QoR
| step | instance area [µm²] | std cells | TNS, ns | worst slack (ns) |
|---|---|---|---|---|
| after floorplan | 50900 | 4650 | -1899.67 | -3.62 |
| after global placement | 61500 | 7155 | 0 | 5.37 |
| after detailed placement | 61500 | 7155 | 0 | 5.37 |
| after CTS | 65000 | 7346 | 0 | 5.38 |
| after global routing | 65000 | 7346 | 0 | 5.35 |
| final | 65000 | 7346 | 0 | 5.45 |
## routing by layer
metal | up-vias | GRT usage | part of all wire
met2 | 993 | 0.379 | 0.46
met3 | 311 | 0.0689 | 0.072
li1 | 18600 | - | -
met5 | - | 0 | 0
met1 | 18300 | 0.338 | 0.41
met4 | 0 | 0.111 | 0.057
## cell families after synthesis
group | Yosys count | share of synthesized area
AND-OR/OR-AND | 903 | 0.132
adder cells (fa/ha/maj) | 800 | 0.209
AND/OR/NAND/NOR | 1081 | 0.0987
buffers and inverters | 326 | 0.0243
XOR/XNOR | 720 | 0.124
flip-flops | 820 | 0.412
## path summary, 6_finish.rpt
check                                 endpoint  slack (ns)  cells past startpoint
setup / recovery                   xpos_o[274]        5.45                      1
hold / removal             xpos[110]$_DFF_PP0_        0.50                      1
setup reg to reg           xpos[318]$_DFF_PP0_        5.74                      8
hold reg to reg            xpos[110]$_DFF_PP0_        0.50                      1
max in group asynchronous  ypos[329]$_DFF_PP0_        6.11                      4
min in group asynchronous  ypos[391]$_DFF_PP0_        1.80                      3
## final cells by class
| class | count | area (µm²) | share of cell area |
|---|---|---|---|
| Tap cell | 1650 | 2060 | 0.0318 |
| Timing Repair Buffer | 865 | 8600 | 0.132 |
| Multi-Input combinational cell | 3504 | 28700 | 0.441 |
| Clock inverter | 39 | 453 | 0.00697 |
| Sequential cell | 820 | 21000 | 0.323 |
| Inverter | 316 | 1190 | 0.0183 |
| Clock buffer | 152 | 3040 | 0.0468 |
Power and IR drop assume default switching activity.
