## flow/run.sh

```bash
#!/bin/bash
# OpenROAD 26Q1-2900-gdf79404cd8, Yosys 0.63+post, stock flow scripts
make -C /OpenROAD-flow-scripts/flow DESIGN_CONFIG=/design/flow/config.mk WORK_HOME=/design/flow/orfs finish
```

## flow/config.mk

```make
export PLATFORM = sky130hd
export DESIGN_NAME = score
export DESIGN_NICKNAME = score
export VERILOG_FILES = /design/flow/design.v
export SDC_FILE = /design/flow/constraint.sdc
export NUM_CORES = 4
export LEC_CHECK = 1
export CORE_UTILIZATION = 40
```

## flow/constraint.sdc

```tcl
current_design score

set clk_period 11.7
set clk_io_pct 0.2

create_clock -name clk0 -period $clk_period

set non_clock_inputs [all_inputs -no_clocks]
set_input_delay [expr $clk_period * $clk_io_pct] -clock clk0 $non_clock_inputs
set_output_delay [expr $clk_period * $clk_io_pct] -clock clk0 [all_outputs]
```

## flow/design.v

```verilog
module score #(
  parameter int EnemyCount = 40
) (
  input                     clk_i,
  input                     reset_i,
  input  [EnemyCount-1:0]   ehit_i,
  output [12:0]             score_o
);
  always_comb begin
    score_o = 0;
    for (int i = 0; i < EnemyCount; i++) begin
      score_o += 100 * ehit_i[i];
    end
  end
endmodule
```

==> flow_metrics.py <==
# Generated from Yosys and OpenROAD reports
metrics = {
    "global_route": {
        "grt_busiest_layer": "met1",
        "grt_max_degree": 6,
        "grt_use_met2": 0.203,
        "grt_pass1_wl_um": 7420,
        "grt_pass1_vias": 1819,
        "met1_usage": 0.224,
        "grt_overflow": 0,
        "globalRouteMet3Util": 0.00966,
        "antenna_found_initial": 0,
        "grt_usage": 0.129,
    },
    "status": {
        "status": "finished, final reports clean",
    },
    "routing": {
        "viasPerCell": 4.07,
        "drtIter0Drc": 13,
        "drt-pass1-iter-count": 2,
        "wl_per_cell_um": 9.17,
        "wl_um": 4020,
        "drc": 0,
        "vias": 1785,
        "antenna_cells": 0,
        "postRouteAntennaNets": 0,
    },
    "synth": {
        "synthAoiAreaFrac": 0.0289,
        "synth_cell_types": 19,
        "yosysChipArea_um2": 2860,
        "synth_seq_share": 0,
        "area_leaders": "fa_1, ha_1, inv_1, xnor2_1, nor2_1",
        "simple_gate_share": 0.0223,
        "mux_area_frac": 0,
        "synth_area_leader_cell": "fa_1",
        "xor_area_frac": 0.0184,
        "netlist_instances": 293,
        "synth_warnings": 42,
        "synth_area_um2": 2860,
        "ys_top_logic_family": "adder cells",
        "avgSynthCellArea_um2": 9.76,
        "top_cell_area_share": 0.532,
        "ys_sh_adder": 0.751,
        "ys_cells": 293,
    },
    "layout": {
        "clkbuf_count": 0,
        "layout-drive-gt1-share": 0.00583,
        "final-seq-area_um2": 0,
        "areaGrowthSynthToFinish_pct": 21.7,
        "flop-count": 0,
    },
    "die": {
        "dieHeight_um": 86.6,
        "die_w_um": 86.6,
        "chip_area_um2": 7490,
        "core_area_um2": 6870,
        "core.rowCount": 30,
        "fp_util": 0.416,
        "ioPinCount": 55,
    },
    "final_timing": {
        "final.setup.tns_ns": 0,
        "fin_crit_ns": 11.17,
        "final_hold_viol_count": 0,
        "final-setup-viol-count": 0,
        "maxSlewViolCount": 0,
        "rsz0062_at_grt": "no",
        "fmax_ghz": 0.0896,
        "holdWs_ns": 5.97,
        "min_period_over_period": 0.954,
    },
    "clock_tree": {
        "post-cts-setup-buffers": 0,
        "hold_buffers": 0,
        "post_cts_resized": 0,
    },
    "placement": {
        "hpwlAfterDp_um": 4140,
        "gp_congestion": 0.835,
        "io_buffer_count": 51,
    },
    "setup_path": {
        "crit_required_ns": 9.36,
        "cp.arrival_ns": 8.83,
        "slowest_stage": "fa_1",
        "cp_max_fo": 4,
        "crit_top_cell": "fa_1",
        "worst_setup_path_end_kind": "primary output",
        "slowest_delay_ns": 0.55,
        "path_class": "primary input to primary output",
        "worstSetupStartpoint": "ehit_i[23]",
        "crit_chain": "clkdlybuf4s50_1 -> inv_1 -> fa_1 -> inv_1 -> fa_1 -> fa_1 -> inv_1 -> fa_1 -> inv_1 -> fa_1 -> fa_1 -> fa_1 -> inv_1 -> fa_1 -> inv_1 -> ha_1 -> a21oi_2 -> nor2_1 -> a311oi_2 -> a21oi_1 -> xor2_1 -> clkdlybuf4s50_1",
        "cp_num_buf_inv": 8,
        "worst_setup_path_start_kind": "primary input",
        "critical-path-top-delay-family": "adder cells",
    },
    "worst_hold_path": {
        "min_from": "ehit_i[0]",
        "hold_class": "primary input to primary output",
    },
    "job": {
        "maxCapViolCount": 0,
        "warnings": 34,
    },
}
[layout by cell type (no fill, tap or decap)]
cell type	count
a21oi_1	5
a21oi_2	1
a311oi_2	1
and3_1	1
clkdlybuf4s50_1	51
conb_1	2
fa_1	76
ha_1	50
inv_1	132
nand2b_1	1
nor2_1	9
nor2b_1	2
nor3_1	1
o21a_1	2
o21ai_0	1
o21ai_1	1
o31a_1	1
xnor2_1	4
xor2_1	2
[per-stage QoR]
stage	area, µm²	util	instances	worst slack (ns)
after floorplan	2860	-	294	1.74
after CTS	3480	0.507	439	0.476
after global routing	3480	0.507	439	0.250
after global placement	3480	0.507	439	0.492
final	3480	0.507	439	0.535
after detailed placement	3480	0.507	439	0.564
[cell families (layout without fill, tap and decap cells)]
| family | Yosys count | count (layout) |
|---|---|---|
| compound gates | 12 | 12 |
| xor+xnor | 6 | 6 |
| fa+ha+maj | 126 | 126 |
| buf+inv | 134 | 183 |
| other cells | 1 | 2 |
| simple gates | 14 | 14 |
[routing by layer]
metal,share of wire,vias up
met5,0,-
met4,0,0
met1,0.49,838
li1,-,912
met2,0.47,35
met3,0.043,0
[synthesized netlist by cell type (all sizes together), types with 2 or more instances]
cell type / number
inv: 132
fa: 76
ha: 50
nor2: 9
a21oi: 6
xnor2: 4
buf: 2
nor2b: 2
o21a: 2
o21ai: 2
xor2: 2
[final timing paths]
| path | cells after the start | to | slack [ns] |
|---|---|---|---|
| min | 4 | score_o[2] | 5.97 |
| max | 22 | score_o[11] | 0.53 |
[cell type report]
type / count / area, µm²
inverter: 132 / 495
timing repair buffer: 51 / 510
multi-input combinational: 160 / 2350
fill: 625 / 3390
tap: 96 / 120
