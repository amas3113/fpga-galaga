## flow/run.sh

```bash
#!/bin/bash
# OpenROAD 26Q1-2900-gdf79404cd8, Yosys 0.63+post, stock flow scripts
make -C /OpenROAD-flow-scripts/flow DESIGN_CONFIG=/design/flow/config.mk WORK_HOME=/design/flow/orfs finish
```

## flow/config.mk

```make
export PLATFORM = sky130hd
export DESIGN_NAME = enemy_fsm
export DESIGN_NICKNAME = enemy_fsm
export VERILOG_FILES = /design/flow/design.v
export SDC_FILE = /design/flow/constraint.sdc
export NUM_CORES = 4
export LEC_CHECK = 1
export CORE_AREA = 10 10 80 80
export DIE_AREA = 0 0 90 90
```

## flow/constraint.sdc

```tcl
current_design enemy_fsm

set clk_period 2.2
set clk_io_pct 0.2

create_clock -name clk0 -period $clk_period [get_ports {clk_i}]

set non_clock_inputs [all_inputs -no_clocks]
set_input_delay [expr $clk_period * $clk_io_pct] -clock clk0 $non_clock_inputs
set_output_delay [expr $clk_period * $clk_io_pct] -clock clk0 [all_outputs]
```

## flow/design.v

```verilog
module enemy_fsm (
  input               reset_i,
  input               clk_i,
  input               pause_i,
  output logic [9:0]  xvel_o, yvel_o,
  output logic [9:0]  addr_o
);
  typedef enum {
    StInit, StUp, StLeft, StDown, StRight
  } enemy_state_e;
  enemy_state_e state_d, state_q;
  logic [4:0] count_d, count_q;
  always_ff @(posedge clk_i) begin
    state_q <= reset_i ? StInit : state_d;
    count_q <= count_d;
  end
  always_comb begin : next_state_logic
    count_d = (count_q + 1) % 11;
    state_d = state_q;
    unique case (state_q)
      StInit:   state_d = StUp;
      StUp:     if (count_q == 10) state_d = StLeft;
      StLeft:   if (count_q == 10) state_d = StDown;
      StDown:   if (count_q == 10) state_d = StRight;
      StRight:  if (count_q == 10) state_d = StUp;
    endcase
  end
  always_comb begin : output_logic
    xvel_o = 0;
    yvel_o = 0;
    addr_o = 0;
    unique case (state_q)
      StInit:   ;
      StUp: begin
        yvel_o = -1;
        addr_o = 10'h1F;
      end
      StLeft: begin
        xvel_o = -1;
        addr_o = 10'h1E;
      end
      StDown: begin
        yvel_o = 1;
        addr_o = 10'h1F;
      end
      StRight: begin
        xvel_o = 1;
        addr_o = 10'h1E;
      end
    endcase
  end
endmodule
```

==> summary.txt <==
fresh numbers from the pnr run: R2R Setup Slk -0.70 ns, Flop pwr share 0.384, via/cell ratio 4.47, DR pass1 iterations 4, Yosys chip area 1300 um^2, number of cells in Yosys stat 162, Setup CP Type flop to flop, clk latency late pin 0.23 ns, startpoint types flop, clock power share 0.469, failing checks setup timing, synth top area cells buf_4 (16%), dfxtp_1 (15%), ha_1 (6.7%), list of most frequent post-synthesis cells buf_4 (27), nor2_1 (13), dfxtp_1 (10), nand2_1 (10), io pins 33, ANT cells 0, Internal 396 uW, Initial DRC Count 52, Min-Delay Path Depth 2, die height 90 um, leading area contributor after synthesis buf_4, initial antenna violation count 0, cycle use final 1.32, fp util 0.275, Post-synth seq share 0.154, distinct lib cells 54, CORE AREA 4720 um^2, Tot Pwr 482 uW, RSZ-0062 raised after global routing true, Hold Crit Start state_q[0], worst r2r src count_q[1], post-route ant nets 0, WP data arrival 3.02 ns, Reg-to-Reg End count_q[1], final-report setup violation count 5, Synth flops 10, R2R depth 15, CTS Buf Count 3, CTS root buf clkbuf_8, P per Cell Area 218 nW/um^2, Clock Skew 0.00183 ns, gr usage total 0.0892, ys flop type dfxtp_1, CTS tree yes, top-count cell post-synth buf_4, chip area 8100 um^2, synthesized netlist cell count 162, critical path fanouts, max 7, Switching Share 0.179, status complete, but fails checks, critical path required time 2.32 ns, Final Max Slew Viols 0, WL final 3.85 mm, worst IR drop on VDD 0.000284 V, tool warning count 31, Comb power frac 0.147, YS warnings 1, Min Hold Slack 0.509 ns, Clock Path Buffers 2, CTS Sinks 10, gr ovfl total 0, Area leader share 0.156, max cap viols 0, H-tree levels 1, mapped cell area 1300 um^2, routability cong. 0.906, Avg WL per Cell 12.9 um, Rows 25, area delta synth->final 70.3%, die width 90 um, Vias 1332, Post-synth ARST share 0, hpwl dp 2.94 mm, Port Buffers 26, DRC 0, fin crit period 2.90 ns, Fmax achieved 344 MHz, Hold Path Sink state_q[3], pin count of the biggest net entering global routing 10, Hold/Removal Path Class flop to flop, EDFF count, synth 0, CP endpoint kind flop, hold buffers post-CTS 0, vias in the first global route 1294, Avg Inst Size Synth 8.02 um^2, NetSw 86.0 uW, final hold violation count 0, Worst-path clk slew 0.05 ns, crit path launch count_q[1], first-pass GRT wire length 6.29 mm, Leak 0.908 nW, final worst setup slack -0.704 ns, share of cells above drive strength 1 0.498
==> power groups by stage <==
stage | clock network, mW | registers [mW] | logic (mW)
6_report | 0.226 | 0.185 | 0.0709
5_1_grt | 0.239 | 0.185 | 0.0783
4_1_cts | 0.226 | 0.185 | 0.0724
==> logic make-up (layout without fill, tap and decap cells) <==
family                     count (synthesis)  count (layout)  synth area share
and+or+nand+nor                           53              53             0.221
AOI/OAI and AO/OA                         43              43             0.280
buffers and inverters                     39             104             0.203
DFF                                       10              10             0.154
adders and majority gates                  7               7            0.0674
muxes                                      7               7            0.0578
xor gates and xnor gates                   2               2            0.0135
other                                      1               5           0.00289
==> metal layers <==
layer / part of all wire / GRT usage / vias up / wire length [um]
li1: - / - / 694 / -
met1: 0.48 / 0.124 / 614 / 1850
met2: 0.49 / 0.150 / 20 / 1870
met3: 0.025 / 0.0101 / 4 / 96
met4: 0.0093 / 0.00796 / 0 / 36
met5: 0 / 0 / - / 0
==> critical path: stages, from the launching register on <==
cell	delay [ns]
dfxtp_4	0.37
ha_4	0.18
nor2_2	0.05
o22a_1	0.17
nor2_1	0.08
a21oi_1	0.05
ha_1	0.33
buf_4	0.15
o211a_4	0.25
buf_4	0.14
buf_4	0.15
nor2_1	0.13
o21a_1	0.18
a221oi_4	0.06
o21ai_2	0.19
mux2_4	0.31
==> through the flow <==
| step | TNS [ns] | cells | setup slack [ns] | util | instance area (um^2) |
|---|---|---|---|---|---|
| after floorplan | -3.57 | 166 | -0.866 | - | 1400 |
| after global placement | -3.55 | 280 | -0.750 | 0.402 | 1900 |
| after detailed placement | -3.57 | 280 | -0.766 | 0.402 | 1900 |
| after CTS | -3.07 | 296 | -0.652 | 0.444 | 2100 |
| after global routing | -4.22 | 298 | -0.889 | 0.468 | 2210 |
| final | -3.28 | 298 | -0.704 | 0.468 | 2210 |
==> area by class of cell <==
type	instances	area, um^2
repair buffers	92	767
multi-input cells	117	1070
inverters	8	30.0
fillers	424	2510
flip-flops and latches	10	205
clock buffers	4	55.1
well taps	67	83.8
==> sequential cells by signal (all words and copies together), names as in the netlist <==
register	count
state_q	5
count_q	5
==> cell usage in the layout (no fill, tap or decap), types with 3 or more instances in the layout <==
cell type	n
buf_4	63
clkdlybuf4s50_1	26
nor2_1	11
nand2_1	9
dfxtp_1	8
inv_1	7
a21oi_1	6
nand2b_1	5
o211ai_1	5
mux2i_1	5
conb_1	5
nor3_1	4
o31ai_2	4
ha_4	4
clkbuf_8	4
o21ai_2	3
ha_1	3
buf_6	3
==> worst max path at each step <==
stage / endpoint / slack, ns / depth (start not counted)
after CTS: count_q[1] / -0.65 / 16
after global routing: count_q[1] / -0.89 / 14
final: count_q[1] / -0.70 / 15
==> repair_timing <==
item,in CTS,in global routing
gates resized,14,18
buffers inserted,12,3
pin swaps,15,7
endpoints found under the setup margin,5,18
Power figures rest on the tool's default switching activity, not on a simulated workload.
